==> /design/flow/design.v <==
module ANODE_COUNTER(
    input CE,
    input CLK,
    input RST,
    output reg [2:0]CNT
);
always @ (posedge CLK)
begin
	if(RST) 
		CNT <= 0;
	else if(CE) 
		CNT <= CNT + 1'b1;
	else if (CNT == 3'b110)
		CNT <= 0;
end
endmodule
module ANODE_DC(
input [2:0]ANODE_CNT,
output reg [5:0]ANODE
);
always@ *
begin
	case(ANODE_CNT)
		4'd0: ANODE = 6'b000001;
		4'd1: ANODE = 6'b000010;
		4'd2: ANODE = 6'b000100;
		4'd4: ANODE = 6'b001000;
		4'd3: ANODE = 6'b010000;
		4'd5: ANODE = 6'b100000;
		default: ANODE = 6'b000000;
	endcase
end
endmodule
module CATHODE_DC(
		input [3:0] I_CODE,  
		output reg O_SEG_A,  
		output reg O_SEG_B,  
		output reg O_SEG_C,  
		output reg O_SEG_D,  
		output reg O_SEG_E,  
		output reg O_SEG_F,  
		output reg O_SEG_G   
);
always @ (I_CODE)
	case(I_CODE)
		4'h0:
		begin
			O_SEG_A <= 1'b1;
			O_SEG_B <= 1'b1;
			O_SEG_C <= 1'b1;
			O_SEG_D <= 1'b1;
			O_SEG_E <= 1'b1;
			O_SEG_F <= 1'b1;
			O_SEG_G <= 1'b0;
		end
		4'h1:
		begin
			O_SEG_A <= 1'b0;
			O_SEG_B <= 1'b1;
			O_SEG_C <= 1'b1;
			O_SEG_D <= 1'b0;
			O_SEG_E <= 1'b0;
			O_SEG_F <= 1'b0;
			O_SEG_G <= 1'b0;
		end
		4'h2:
		begin
			O_SEG_A <= 1'b1;
			O_SEG_B <= 1'b1;
			O_SEG_C <= 1'b0;
			O_SEG_D <= 1'b1;
			O_SEG_E <= 1'b1;
			O_SEG_F <= 1'b0;
			O_SEG_G <= 1'b1;
		end
		4'h3:
		begin
			O_SEG_A <= 1'b1;
			O_SEG_B <= 1'b1;
			O_SEG_C <= 1'b1;
			O_SEG_D <= 1'b1;
			O_SEG_E <= 1'b0;
			O_SEG_F <= 1'b0;
			O_SEG_G <= 1'b1;
		end
		4'h4:
		begin
			O_SEG_A <= 1'b0;
			O_SEG_B <= 1'b1;
			O_SEG_C <= 1'b1;
			O_SEG_D <= 1'b0;
			O_SEG_E <= 1'b0;
			O_SEG_F <= 1'b1;
			O_SEG_G <= 1'b1;
		end
		4'h5:
		begin
			O_SEG_A <= 1'b1;
			O_SEG_B <= 1'b0;
			O_SEG_C <= 1'b1;
			O_SEG_D <= 1'b1;
			O_SEG_E <= 1'b0;
			O_SEG_F <= 1'b1;
			O_SEG_G <= 1'b1;
		end
		4'h6:
		begin
			O_SEG_A <= 1'b1;
			O_SEG_B <= 1'b0;
			O_SEG_C <= 1'b1;
			O_SEG_D <= 1'b1;
			O_SEG_E <= 1'b1;
			O_SEG_F <= 1'b1;
			O_SEG_G <= 1'b1;
		end
		4'h7:
		begin
			O_SEG_A <= 1'b1;
			O_SEG_B <= 1'b1;
			O_SEG_C <= 1'b1;
			O_SEG_D <= 1'b0;
			O_SEG_E <= 1'b0;
			O_SEG_F <= 1'b0;
			O_SEG_G <= 1'b0;
		end
		4'h8:
		begin
			O_SEG_A <= 1'b1;
			O_SEG_B <= 1'b1;
			O_SEG_C <= 1'b1;
			O_SEG_D <= 1'b1;
			O_SEG_E <= 1'b1;
			O_SEG_F <= 1'b1;
			O_SEG_G <= 1'b1;
		end
		4'h9:
		begin
			O_SEG_A <= 1'b1;
			O_SEG_B <= 1'b1;
			O_SEG_C <= 1'b1;
			O_SEG_D <= 1'b1;
			O_SEG_E <= 1'b0;
			O_SEG_F <= 1'b1;
			O_SEG_G <= 1'b1;
		end
		4'hA:
		begin
			O_SEG_A <= 1'b1;
			O_SEG_B <= 1'b1;
			O_SEG_C <= 1'b1;
			O_SEG_D <= 1'b0;
			O_SEG_E <= 1'b1;
			O_SEG_F <= 1'b1;
			O_SEG_G <= 1'b1;
		end
		4'hB:
		begin
			O_SEG_A <= 1'b0;
			O_SEG_B <= 1'b0;
			O_SEG_C <= 1'b1;
			O_SEG_D <= 1'b1;
			O_SEG_E <= 1'b1;
			O_SEG_F <= 1'b1;
			O_SEG_G <= 1'b1;
		end
		4'hC:
		begin
			O_SEG_A <= 1'b1;
			O_SEG_B <= 1'b0;
			O_SEG_C <= 1'b0;
			O_SEG_D <= 1'b1;
			O_SEG_E <= 1'b1;
			O_SEG_F <= 1'b1;
			O_SEG_G <= 1'b0;
		end
		4'hD:
		begin
			O_SEG_A <= 1'b0;
			O_SEG_B <= 1'b1;
			O_SEG_C <= 1'b1;
			O_SEG_D <= 1'b1;
			O_SEG_E <= 1'b1;
			O_SEG_F <= 1'b0;
			O_SEG_G <= 1'b1;
		end
		4'hE:
		begin
			O_SEG_A <= 1'b1;
			O_SEG_B <= 1'b0;
			O_SEG_C <= 1'b0;
			O_SEG_D <= 1'b1;
			O_SEG_E <= 1'b1;
			O_SEG_F <= 1'b1;
			O_SEG_G <= 1'b1;
		end
		default:
		begin
			O_SEG_A <= 1'b1;
			O_SEG_B <= 1'b0;
			O_SEG_C <= 1'b0;
			O_SEG_D <= 1'b0;
			O_SEG_E <= 1'b1;
			O_SEG_F <= 1'b1;
			O_SEG_G <= 1'b1;
		end
	endcase
endmodule
module CLOCK_DIVIDER
#(
parameter DIV_VALUE = 1000,
parameter WIDTH = 10
)
(
input CLK,
input RST,
output reg DIVIDED_CLK = 0
);
reg [WIDTH-1:0]counter; 
always@(posedge CLK)
begin
	if(RST) begin
		counter <= 0;
		DIVIDED_CLK <= 0;
		end
	else if (counter == (DIV_VALUE-1)) begin
		DIVIDED_CLK <= 1;
		counter <= 0;
		end
	else begin
		counter <= counter + 1;
		DIVIDED_CLK <= 0;
		end	
end
endmodule
module FSM(
input CLK,
input RST,
input BTNA,
input BTNB,
input BTNC,
input BTND,
input BTNE,
input BTNF,
output reg [23:0]SEG,
output reg SUCESS_FLAG,
output reg WRONG_FLAG
);
reg [2:0]state;
reg [3:0]data [0:5];
reg [3:0]sucess_comb [0:5];
integer i;
initial begin
	state = 4'd0;	
	sucess_comb[0] = 4'd1;
	sucess_comb[1] = 4'd2;
	sucess_comb[2] = 4'd3;
	sucess_comb[3] = 4'd4;
	sucess_comb[4] = 4'd5;
	sucess_comb[5] = 4'd6;
end
always@(posedge CLK)
begin
	if(RST) begin
		state <= 4'd0;
		for(i=0; i < 6; i = i + 1)
			data[i] <= 0;
		SUCESS_FLAG <= 0;
		WRONG_FLAG <= 0;
	end
	else begin 
		case(state)
		4'd0:
			begin 
				if(BTNA) begin
					data[0] <= 4'd1;
					state <= 4'd1;
				end
				else if (BTNB) begin
					data[0] <= 4'd2;
					state <= 4'd1;
				end
				else if (BTNC) begin
					data[0] <= 4'd3;
					state <= 4'd1;
				end
				else if (BTND) begin
					data[0] <= 4'd4;
					state <= 4'd1;
				end
				else if (BTNE) begin
					data[0] <= 4'd5;
					state <= 4'd1;
				end
				else if (BTNF) begin
					data[0] <= 4'd6;
					state <= 4'd1;
				end
			end
		4'd1:
			begin 
				if(BTNA) begin
					data[1] <= 4'd1;
					state <= 4'd2;
				end
				else if (BTNB) begin
					data[1] <= 4'd2;
					state <= 4'd2;
				end
				else if (BTNC) begin
					data[1] <= 4'd3;
					state <= 4'd2;
				end
				else if (BTND) begin
					data[1] <= 4'd4;
					state <= 4'd2;
				end
				else if (BTNE) begin
					data[1] <= 4'd5;
					state <= 4'd2;
				end
				else if (BTNF) begin
					data[1] <= 4'd6;
					state <= 4'd2;
				end
			end
		4'd2:
			begin
				if(BTNA) begin
					data[2] <= 4'd1;
					state <= 4'd3;
				end
				else if (BTNB) begin
					data[2] <= 4'd2;
					state <= 4'd3;
				end
				else if (BTNC) begin
					data[2] <= 4'd3;
					state <= 4'd3;
				end
				else if (BTND) begin
					data[2] <= 4'd4;
					state <= 4'd3;
				end
				else if (BTNE) begin
					data[2] <= 4'd5;
					state <= 4'd3;
				end
				else if (BTNF) begin
					data[2] <= 4'd6;
					state <= 4'd3;
				end
			end
		4'd3:
			begin
				if(BTNA) begin
					data[3] <= 4'd1;
					state <= 4'd4;
				end
				else if (BTNB) begin
					data[3] <= 4'd2;
					state <= 4'd4;
				end
				else if (BTNC) begin
					data[3] <= 4'd3;
					state <= 4'd4;
				end
				else if (BTND) begin
					data[3] <= 4'd4;
					state <= 4'd4;
				end
				else if (BTNE) begin
					data[3] <= 4'd5;
					state <= 4'd4;
				end
				else if (BTNF) begin
					data[3] <= 4'd6;
					state <= 4'd4;
				end
			end
		4'd4:
			begin
				if(BTNA) begin
					data[4] <= 4'd1;
					state <= 4'd5;
				end
				else if (BTNB) begin
					data[4] <= 4'd2;
					state <= 4'd5;
				end
				else if (BTNC) begin
					data[4] <= 4'd3;
					state <= 4'd5;
				end
				else if (BTND) begin
					data[4] <= 4'd4;
					state <= 4'd5;
				end
				else if (BTNE) begin
					data[4] <= 4'd5;
					state <= 4'd5;
				end
				else if (BTNF) begin
					data[4] <= 4'd6;
					state <= 4'd5;
				end
			end
		4'd5:
			begin 
				if(BTNA) begin
					data[5] <= 4'd1;
					state <= 4'd6;
				end
				else if (BTNB) begin
					data[5] <= 4'd2;
					state <= 4'd6;
				end
				else if (BTNC) begin
					data[5] <= 4'd3;
					state <= 4'd6;
				end
				else if (BTND) begin
					data[5] <= 4'd4;
					state <= 4'd6;
				end
				else if (BTNE) begin
					data[5] <= 4'd5;
					state <= 4'd6;
				end
				else if (BTNF) begin
					data[5] <= 4'd6;
					state <= 4'd6;
				end
			end
		4'd6:
			begin
				if((data[0] == sucess_comb[0])&
				(data[1] == sucess_comb[1])&
				(data[2] == sucess_comb[2])&
				(data[3] == sucess_comb[3])&
				(data[4] == sucess_comb[4])&
				(data[5] == sucess_comb[5])) begin
					SUCESS_FLAG <= 1;
					WRONG_FLAG <= 0;
					state <= 4'd0;
				end
				else if((data[0] != sucess_comb[0])|
				(data[1] != sucess_comb[1])|
				(data[2] != sucess_comb[2])|
				(data[3] != sucess_comb[3])|
				(data[4] != sucess_comb[4])|
				(data[5] != sucess_comb[5])) begin
					WRONG_FLAG <= 1;
					SUCESS_FLAG <= 0;
					SEG[3:0] <= data[0];
					SEG[7:4] <= data[1];
					SEG[11:8] <= data[2];
					SEG[15:12] <= data[3];
					SEG[19:16] <= data[4];
					SEG[23:20] <= data[5];
					state <= 4'd0;
				end	
				else begin
					SUCESS_FLAG <= 0;
					WRONG_FLAG <= 0;
					state <= 4'd0;
				end
			end
		endcase
	end
end
endmodule 
module Locker_Top(
input wire CLK,
input wire RST,
input wire BTNA,
input wire BTNB,
input wire BTNC,
input wire BTND,
input wire BTNE,
input wire BTNF,
output SUCESS_COMB_LED,
output WRONG_COMB_LED,
output [5:0]ANODE,
output [6:0]SEGMENTS
);
wire DIV_CLK;
wire [2:0]CNT;
wire [23:0]CATH_CHR;
wire MUX_OUT;
CLOCK_DIVIDER CLOCK_DIVIDER_WRAPPER(
.CLK(CLK),
.RST(RST),
.DIVIDED_CLK(DIV_CLK)
); 
FSM FSM_WRAPPER(
.CLK(CLK),
.RST(RST),
.BTNA(BTNA),
.BTNB(BTNB),
.BTNC(BTNC),
.BTND(BTND),
.BTNE(BTNE),
.BTNF(BTNF),
.SEG(CATH_CHR),
.SUCESS_FLAG(SUCESS_COMB_LED),
.WRONG_FLAG(WRONG_COMB_LED)
);
MX seg_mux(
.IN(CATH_CHR),
.ADDR(CNT),
.OUT(MUX_OUT)
);
ANODE_DC ANODE_DC_WRAPPER(
.ANODE_CNT(CNT),
.ANODE(ANODE)
);
ANODE_COUNTER ANODE_COUNTER_WRAPPER(
.CE(DIV_CLK),
.CLK(CLK),
.RST(RST),
.CNT(CNT)
);
wire o_seg_a; assign SEGMENTS[0] = ~o_seg_a;
wire o_seg_b; assign SEGMENTS[1] = ~o_seg_b;
wire o_seg_c; assign SEGMENTS[2] = ~o_seg_c;
wire o_seg_d; assign SEGMENTS[3] = ~o_seg_d;
wire o_seg_e; assign SEGMENTS[4] = ~o_seg_e;
wire o_seg_f; assign SEGMENTS[5] = ~o_seg_f;
wire o_seg_g; assign SEGMENTS[6] = ~o_seg_g;
CATHODE_DC CATHODE_DC_WRAPPER(
.I_CODE(MUX_OUT),
.O_SEG_A(o_seg_a),
.O_SEG_B(o_seg_b),
.O_SEG_C(o_seg_c),
.O_SEG_D(o_seg_d),
.O_SEG_E(o_seg_e),
.O_SEG_F(o_seg_f),
.O_SEG_G(o_seg_g)
);
endmodule
module MX(
    input  [23:0] IN,
    input  [2:0] ADDR,
    output reg [3:0] OUT
);
always @ (IN, ADDR)
begin
	case(ADDR)	
		4'd0: 	OUT = IN[3:0];
		4'd1: 	OUT = IN[7:4];
		4'd2: 	OUT = IN[11:8];
		4'd3: 	OUT = IN[15:12];
		4'd4: 	OUT = IN[19:16];
		4'd5: 	OUT = IN[23:20];
		default: OUT = 4'b0000;
	endcase
end
endmodule
==> /design/flow/run.sh <==
#!/bin/bash
# OpenROAD 26Q1-2900-gdf79404cd8, Yosys 0.63+post, stock flow scripts
make -C /OpenROAD-flow-scripts/flow DESIGN_CONFIG=/design/flow/config.mk WORK_HOME=/design/flow/orfs finish
==> /design/flow/config.mk <==
export PLATFORM = sky130hd
export DESIGN_NAME = Locker_Top
export DESIGN_NICKNAME = Locker_Top
export VERILOG_FILES = /design/flow/design.v
export SDC_FILE = /design/flow/constraint.sdc
export NUM_CORES = 4
export LEC_CHECK = 1
export CORE_UTILIZATION = 30
==> /design/flow/constraint.sdc <==
current_design Locker_Top

set clk_period 3.1
set clk_io_pct 0.2

create_clock -name clk0 -period $clk_period [get_ports {CLK}]

set non_clock_inputs [all_inputs -no_clocks]
set_input_delay [expr $clk_period * $clk_io_pct] -clock clk0 $non_clock_inputs
set_output_delay [expr $clk_period * $clk_io_pct] -clock clk0 [all_outputs]
==> summary.txt <==
Numbers from the implementation run.

The number of rows created at floorplan is 30. In this run the top signal layer used is met4. The total number of vias is 1386. The achievable frequency is 393 MHz. The number of antenna violations at the first check in global routing is 0.

The post-synthesis cell area is 0.00210 sq mm. sky130_fd_sc_hd__dfxtp_1 takes more of the synthesized area than any other cell. Summing all non-filler instances in the final layout gives an area of 0.00245 sq mm.

For this run, design rule violations remaining after detail routing come to 0. The routed length on met1 is 1.80 mm. Post-CTS repair changed the size of 0 cells. The path with the worst hold slack has its endpoint at FSM_WRAPPER.SEG[20].

The worst-case reg-to-reg path depth is 4. The number of instances in the synthesized netlist is 208. The startpoint of the worst hold path is FSM_WRAPPER.data[5][0].

The latest clock arrival within the worst-skew pair is 290 ps. The flow ran to the end, and the final reports show no timing, DRC or antenna violations. The pin slew with the least headroom to its limit is 603 ps. The script logs the ratio of routed vias to standard cells as 4.34.

STA lists the endpoint of the worst register-to-register path as FSM_WRAPPER.SEG[16]. The port buffer count is 19. Per the GRT congestion report, total overflow comes to 0.

After synthesis, flip-flops and latches occupy 43.8% of the total area. The effective utilization at floorplan is 30.9%. Buffers inserted during clock tree synthesis total 5.

The utilization after layout is 36.1%. Dividing the detail-routed wire length by the instance count gives 10.6 microns. The wire length of the first global-routing pass is 5.71 mm. The maximum number of pins on one net before global-route repair is 24. The clock slew seen by the registers of the worst setup and hold paths is 80 ps. The number of synthesized register bits is 43. The critical path goes through inv_1 > ha_1 > nor2b_1 > a22oi_1 > o21ai_0 > clkdlybuf4s50_1. Data on the critical path arrives at its endpoint at 1930 ps. After the first detailed-routing iteration, the DRC count stood at 67. Setup repair after global routing left no endpoint under its margin. The number of cells on the worst hold path is 0.

The detailed-router iteration count before antenna repair is 4. Nets still carrying antenna violations after routing amount to 0. The horizontal die dimension is 85.7 microns. The total power after layout is 0.00119 W. The yosys cell count is 208. The final timing report lists a max-slew violation count of 0. The number of flops mapped to enable cells by yosys is 6.

The critical path endpoint category is a primary output. The biggest cell delay along the critical path is 440 ps. The worst max-slew margin expressed relative to the limit is 59.7%.

The die is 85.7 microns tall. RePlAce ended its routability-driven mode at a weighted congestion of 0.742. The share of synthesized area in the top cell type comes to 35.3%.

The clock passes through at most 2 buffers. Summed over all layers, the routed wires come to 3.38 mm. The data required time reported for the critical path is 2480 ps.

TritonCTS built the clock tree. The report counts max-capacitance violations totalling 0. The routed design uses 1.46 mm of met2 wire.

The worst setup path category is flop to primary output. The Yosys step of the flow raised 9 warnings. The clock period minus worst slack is 2550 ps. The OpenROAD warning count is 28. In this run the critical register-to-register path is launched from FSM_WRAPPER.state[1].

The clock tree root buffer cell is sky130_fd_sc_hd__clkbuf_8. The min-delay analysis places its worst path in the category flop to flop. In this run the number of H-tree levels came out at 2.

For this run, the chip area from Yosys synthesis comes to 0.00210 sq mm. Once placement finished, the instance area stood at 0.00233 sq mm. The total met3 wirelength after detailed routing is 55 microns. The fraction of synthesis flops using an asynchronous set or reset pin is 0%.

In this run the static leakage power is 0.814 nW. In the synthesized netlist the dominant register cell turns out to be sky130_fd_sc_hd__dfxtp_1. In this run, post-CTS hold repair placed 0 buffers. STA classifies the critical path startpoint as a flop. Sorting the synthesized cells by area gives the leading types as sky130_fd_sc_hd__dfxtp_1 35%, sky130_fd_sc_hd__mux2i_1 8.6%, sky130_fd_sc_hd__edfxtp_1 8.6%.

The maximum vdd drop is 0.197 mV. The floorplan report gives the top-level pin count as 23. Post-route period utilization is reported as 82.1%. Summed over all nets, the half-perimeter wirelength after detailed placement is 2.42 mm.

The via count of the first global-routing pass is 1229. The kind of cell with the highest combined delay on the critical path is buffers and inverters. Per the post-run analysis, buffers plus inverters along the critical path come to 2.

The post-route netlist has 8.97% of its cells at a drive strength greater than 1. Looking at the critical path, the highest net fanout was 4. The post-route clock skew is 3.19 ps. The flow measured a signed area growth from synthesis to layout of 16.9%. For this run, the script counts the antenna cells in the layout as 0. The total of endpoints with negative setup slack in the final report is 0. The number of distinct library cells after synthesis is 42. Total power normalized to cell area comes to 486 mW/mm^2.

The mean instance size in the synthesized netlist is 10.1 sq um. According to the floorplan report, the total die area is 0.00734 sq mm. The core region is 0.00679 sq mm. The hold violation count in the final report is 0. The critical path depth in cells is 6.

The total number of clock tree sinks is 43. For flop-to-flop paths, the worst setup slack is 1380 ps. In the global route stage, overall resource usage came out at 9.67%. The number of setup buffers added after CTS is 0. The standard cell with the maximum stage delay on the critical path is sky130_fd_sc_hd__clkdlybuf4s50_1.

After routing, the total negative slack on setup checks comes to 0 ps.
cells in the mapped netlist (4+ instances only):
master and instances:
sky130_fd_sc_hd__edfxtp_1 6, sky130_fd_sc_hd__inv_1 7, sky130_fd_sc_hd__mux2i_1 18, sky130_fd_sc_hd__dfxtp_1 37, sky130_fd_sc_hd__nor4bb_1 4, sky130_fd_sc_hd__buf_4 7, sky130_fd_sc_hd__nand2b_1 20, sky130_fd_sc_hd__nor2_1 20
sky130_fd_sc_hd__nand2_1 9, sky130_fd_sc_hd__nand3_1 5, sky130_fd_sc_hd__nor2b_1 4, sky130_fd_sc_hd__a21oi_1 9, sky130_fd_sc_hd__xnor2_1 6, sky130_fd_sc_hd__ha_1 6, sky130_fd_sc_hd__nor3_1 4
cell families after synthesis:
group	Yosys count	synth area share, %
simple gates	89	28.4
flops	43	43.8
buf+inv	22	6.13
compound gates	21	6.25
mux	18	8.58
xor+xnor	7	2.92
fa+ha+maj	6	3.57
other cells	2	0.357
metrics by stage:
step                      worst slack, ps  cells  hold slack (ps)
after floorplan                      1200    209              422
after global placement                850    311              432
after detailed placement              842    311              435
after CTS                             513    319              455
after global routing                  318    319              464
final                                 554    319              453
placed cells by master, fill, tap and decap left out, types with 6 or more instances in the layout:
cell type / synthesis / final
sky130_fd_sc_hd__mux2i_1: 18 / 18
sky130_fd_sc_hd__clkdlybuf4s50_1: 0 / 19
sky130_fd_sc_hd__ha_1: 6 / 6
sky130_fd_sc_hd__nor2_1: 20 / 20
sky130_fd_sc_hd__nand2b_1: 20 / 20
sky130_fd_sc_hd__inv_1: 7 / 7
sky130_fd_sc_hd__edfxtp_1: 6 / 6
sky130_fd_sc_hd__nand2_1: 9 / 9
sky130_fd_sc_hd__dfxtp_1: 37 / 37
sky130_fd_sc_hd__xnor2_1: 6 / 6
sky130_fd_sc_hd__a21oi_1: 9 / 9
worst max path at each step:
stage	startpoint	end
CTS	ANODE_COUNTER_WRAPPER.CNT[0]	SEGMENTS[3]
finish	ANODE_COUNTER_WRAPPER.CNT[0]	SEGMENTS[3]
global route	ANODE_COUNTER_WRAPPER.CNT[0]	SEGMENTS[0]
area by class of cell:
cell class / instances / area, sq um
clock buffers: 7 / 97.6
clock inverters: 1 / 30.0
fillers: 680 / 4340
inverters: 7 / 26.3
multi-input cells: 144 / 1050
flip-flops and latches: 43 / 921
well taps: 96 / 120
repair buffers: 21 / 205
where the power goes:
| group | total, W | switching (W) | internal [W] |
|---|---|---|---|
| logic | 0.000103 | 0.0000456 | 0.0000572 |
| registers | 0.000617 | 0.0000302 | 0.000587 |
| clock network | 0.000472 | 0.000183 | 0.000289 |
| total | 0.00119 | 0.000258 | 0.000934 |
sequential cells by signal, summed over array words and instances (netlist names):
register,cells
FSM_WRAPPER.state,3
CLOCK_DIVIDER_WRAPPER.counter,10
ANODE_COUNTER_WRAPPER.CNT,3
FSM_WRAPPER.SEG,6
FSM_WRAPPER.SUCESS_FLAG,1
FSM_WRAPPER.WRONG_FLAG,1
CLOCK_DIVIDER_WRAPPER.DIVIDED_CLK,1
FSM_WRAPPER.data,18
metal layers:
layer / GRT usage [%] / vias up
met3: 0.977 / 5
li1: - / 739
met5: 0 / -
met1: 15.0 / 623
met2: 15.5 / 19
met4: 1.36 / 0
Power is estimated from default activity; no workload was simulated.
